[design/flow/config.mk]
export PLATFORM = sky130hd
export DESIGN_NAME = single_port_synch_ram
export DESIGN_NICKNAME = single_port_synch_ram
export VERILOG_FILES = /design/flow/design.v
export SDC_FILE = /design/flow/constraint.sdc
export NUM_CORES = 4
export LEC_CHECK = 1
export CORE_UTILIZATION = 30
[design/flow/constraint.sdc]
current_design single_port_synch_ram

set clk_period 2.8
set clk_io_pct 0.2

create_clock -name clk0 -period $clk_period [get_ports {clk}]

set non_clock_inputs [all_inputs -no_clocks]
set_input_delay [expr $clk_period * $clk_io_pct] -clock clk0 $non_clock_inputs
set_output_delay [expr $clk_period * $clk_io_pct] -clock clk0 [all_outputs]
[design/flow/design.v]
module single_port_synch_ram #(parameter ADDR = 4,
parameter DEPTH = 8,
parameter WIDTH = 8)
(
    input clk, 
    input wr_rd,                     
    input chip_sel,                  
    input op_en,                     
    input [ADDR-1:0] addr_in,
    inout [WIDTH-1:0] data_in_out    
);
reg [WIDTH-1:0] ram [0:DEPTH-1];
reg [WIDTH-1:0] r_temp_data_out;
always @(posedge clk ) begin
    if(chip_sel == 1'b0) begin                        
      ram[addr_in] <= 'hz;
    end
    else begin
        if (wr_rd == 1'b1 && op_en == 1'b0 ) begin    
            ram[addr_in] <= data_in_out;
        end     
    end
end
always @(negedge clk ) begin
    if(chip_sel == 1'b0) begin
        r_temp_data_out <= 'hz;
    end
    else begin
       r_temp_data_out <= ram[addr_in];             
    end
end
assign  data_in_out = r_temp_data_out;
endmodule  
[design/flow/run.sh]
#!/bin/bash
# OpenROAD 26Q1-2900-gdf79404cd8, Yosys 0.63+post, stock flow scripts
make -C /OpenROAD-flow-scripts/flow DESIGN_CONFIG=/design/flow/config.mk WORK_HOME=/design/flow/orfs finish
==> flow_metrics.tcl <==
# flow metrics
set metrics [dict create \
    clock-sinks 72 \
    ir_drop_uv 360 \
    num_vias 1291 \
    grtUsageTotal 0.123 \
    grt_overflow 0 \
    clkLatencyLatePin_ps 380 \
    cts_tree "built" \
    hpwl_um 2910 \
    cts.path.max_buffers 2 \
    drc 0 \
    p_int_mw 1.73 \
    first_pass_iters 4 \
    htree_levels 3 \
    grt_pass1_vias 1396 \
    initCoreUtil 0.309 \
    drive_gt1_frac 0.394 \
    n_antenna_cell 0 \
    io_buffers 6 \
    avgSynthCellArea_um2 21.8 \
    chipWidth_um 96.5 \
    grt_pass1_wl_um 7530 \
    grt_max_degree 13 \
    tool_warnings 36 \
    critPathLaunchType "input pin" \
    leakage_nw 1.16 \
    p_total_mw 2.20 \
    vias_per_cell 4.64 \
    finalSetupViolCount 0 \
    chip_area_um2 9320 \
    syn2layout_area_growth_pct 23.4 \
    fin_tns_setup_ps 0 \
    drt-total-wl_um 4860 \
    routedWlPerCell_um 17.5 \
    yosysWarningCount 3 \
    p_clk_frac 0.369 \
    crit_path_end_kind "flip-flop" \
    comb_power_share 0.059 \
    yosys_area_um2 2680 \
    pin_count 16 \
    globalplace.congestion 0.851 \
    root_buffer "clkbuf_8" \
    skew_ps 54.1 \
    path_max_fanout 5 \
    critical_path_class "in -> reg" \
    final_util 0.381 \
    initialDrtViolationCount 72 \
    ys_cells 123 \
    rsz0062_at_grt "false" \
    synth-seq-cells 72 \
    seqPwrFrac 0.572 \
    antenna_found_initial 0 \
    rows 34 \
    cp.arrival_ps 1620 \
    outcome "finished clean" \
    ys_seq_share 0.777 \
    ys_types 20 \
    syn_area_um2 2680 \
    switchingPower_uw 474 \
    syn_inst 123 \
    nFillCells 787 \
    fp.coreArea_um2 8680 \
    swShare 0.215 \
    numCtsBuffers 9 \
    post-cts-setup-buffer-count 0 \
    powerDensity_nw_per_um2 665 \
    hold_class "in -> reg" \
    worst_slew_pin_slew_ps 413 \
    hold_violations 0 \
    postCtsHoldBufs 0 \
    slew_headroom 0.722 \
    final-max-slew-violation-count 0 \
    die.size.y_um 96.5 \
    required_ps 1670 \
    max_cap_viol_count 0 \
    ant_nets 0 \
    path_clk_slew_ps 70 \
]
## sequential cells by signal, indices dropped and copies added, names as in the netlist
name and cells:
data_in_out 8, ram 64
## worst max-delay path: stages
cell    delay [ps]
buf_6          120
buf_12         130
mux4_1         540
mux2_2         270
## cells by family (layout without fill, tap and decap cells)
| logic type | count (synthesis) | in the layout | share of synthesized area |
|---|---|---|---|
| buffers and inverters | 8 | 55 | 0.0154 |
| AOI/OAI and AO/OA | 5 | 5 | 0.0112 |
| DFF | 72 | 72 | 0.777 |
| muxes | 24 | 24 | 0.172 |
| and+or+nand+nor | 14 | 14 | 0.0247 |
## synth_stat cells, drive strengths merged
master	number	area [um2]
nor2	7	26.3
nor3	2	10.0
buf	4	26.3
a21oi	1	5.00
edfxtp	64	1920
inv	2	7.51
nor3b	1	7.51
mux4	15	360
o21bai	1	7.51
nand2	1	3.75
nor2b	1	6.26
nand2b	2	12.5
o21ai	2	10.0
dfxtp	8	160
mux2i	1	10.0
o21a	1	7.51
mux2	8	90.1
clkbuf	2	7.51
## timing repair
action / 4_1_cts / 5_1_grt
cloned: 2 / 1
gates resized: 15 / 5
pin swaps: 0 / 0
endpoints found under the setup margin: 13 / 7
## placed cells by master (no fill, tap or decap), drive strengths merged, types with 2 or more instances in the layout
cell and n:
dfxtp 8, inv 12, buf 23, nor3 2
nor2 7, nand2b 2, mux2 8, clkbuf 13
mux4 15, clkdlybuf4s50 3, o21ai 2, edfxtp 64
## power groups by stage
stage         clock (mW)  combinational [mW]  sequential (mW)
finish             0.813               0.130             1.26
global route       0.889               0.139             1.26
CTS                0.832               0.127             1.26
## per-layer routing
layer / vias to the layer above / routed length (um) / track usage
met3: 14 / 534 / 0.0684
met4: 0 / 127 / 0.0270
met1: 616 / 1980 / 0.173
met2: 75 / 2220 / 0.177
li1: 586 / - / -
met5: - / 0 / 0
## final cells by class
type	instances	area, um2	share of cell area
Sequential cell	72	2090	0.633
Multi-Input combinational cell	43	542	0.164
Timing Repair Buffer	30	323	0.0976
Tap cell	108	135	0.0409
Clock buffer	11	131	0.0397
Clock inverter	13	80.1	0.0242
Inverter	1	3.75	0.00114
## path summary, 6_finish.rpt
kind,start,cells past startpoint,end,slack [ps]
hold / removal,data_in_out[6],0,ram[2][6]$_DFFE_PP_,350
setup reg to reg,ram[6][7]$_DFFE_PP_,2,data_in_out[7]$_DFF_N_,200
hold reg to reg,data_in_out[6]$_DFF_N_,0,ram[7][6]$_DFFE_PP_,1950
setup / recovery,addr_in[0],4,data_in_out[0]$_DFF_N_,40
## through the flow
stage / hold slack (ps) / cell area (um2) / cells / setup slack, ps
2_1_floorplan: 703 / 2690 / 123 / -134
3_3_place_gp: 719 / 3010 / 252 / -804
3_5_place_dp: 730 / 3010 / 252 / -827
4_1_cts: 341 / 3280 / 277 / -14.4
5_1_grt: 331 / 3310 / 278 / 4.13
6_report: 349 / 3310 / 278 / 41.3
No activity file was given, so power comes from the tool's default toggle rates.
