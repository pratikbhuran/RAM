### run.sh
#!/bin/bash
# OpenROAD 26Q1-2900-gdf79404cd8, Yosys 0.63+post, stock flow scripts
make -C /OpenROAD-flow-scripts/flow DESIGN_CONFIG=/design/flow/config.mk WORK_HOME=/design/flow/orfs finish
### config.mk
export PLATFORM = sky130hd
export DESIGN_NAME = dual_port_synch_ram
export DESIGN_NICKNAME = dual_port_synch_ram
export VERILOG_FILES = /design/flow/design.v
export SDC_FILE = /design/flow/constraint.sdc
export NUM_CORES = 4
export LEC_CHECK = 1
export CORE_UTILIZATION = 50
### constraint.sdc
current_design dual_port_synch_ram

set clk_period 4.7
set clk_io_pct 0.2

create_clock -name clk0 -period $clk_period [get_ports {clk}]

set non_clock_inputs [all_inputs -no_clocks]
set_input_delay [expr $clk_period * $clk_io_pct] -clock clk0 $non_clock_inputs
set_output_delay [expr $clk_period * $clk_io_pct] -clock clk0 [all_outputs]
### design.v
module dual_port_synch_ram #(parameter WIDTH = 8,
parameter ADDR = 2,
parameter DEPTH = 4)
(
    input clk,
    input [ADDR-1:0] addr_port0,          
    input [ADDR-1:0] addr_port1,          
    input chip_sel_port0,                 
    input chip_sel_port1,                 
    input wr_rd_port0,                    
    input wr_rd_port1,                    
    input out_en_port0,                   
    input out_en_port1,                   
    inout [WIDTH-1:0] data_in_out_port0,
    inout [WIDTH-1:0] data_in_out_port1
);
reg [WIDTH-1:0] ram_dual [0:DEPTH-1];
reg [WIDTH-1:0] r0_temp_data_out0;
reg [WIDTH-1:0] r1_temp_data_out1;
always @(posedge clk ) begin
        if (wr_rd_port0 == 1'b1 && out_en_port0 == 1'b0) begin    
            ram_dual[addr_port0] <= data_in_out_port0;
        end     
    end
always @(posedge clk ) begin
    if(chip_sel_port0 == 1'b1) begin
       r0_temp_data_out0 <= ram_dual[addr_port0];             
    end
end
assign  data_in_out_port0 = (chip_sel_port0 == 1'b1 && out_en_port0 == 1'b1) ? r0_temp_data_out0 : 'hz;
always @(posedge clk ) begin
    if (wr_rd_port1 == 1'b1 && out_en_port1 == 1'b0 ) begin    
        ram_dual[addr_port1] <= data_in_out_port1;
    end     
end
always @(posedge clk ) begin
    if(chip_sel_port1 == 1'b1) begin
       r1_temp_data_out1 <= ram_dual[addr_port1];             
    end
end
assign  data_in_out_port1 = (chip_sel_port1 == 1'b1 && out_en_port1 == 1'b1) ? r1_temp_data_out1 : 'hz;
endmodule  
==> results.py <==
# Auto-generated metrics
metrics = {
    "synthesis": {
        "top_cells_by_count": "edfxtp_1 (48), mux2_2 (32), mux4_1 (8), mux4_2 (8), buf_2 (3)",
        "synth_seq_share": 0.617,
        "yosys_cells": 113,
        "async_flop_share": 0,
        "ys_ff": 48,
        "synth.area.top_cells": "edfxtp_1 (62%), mux2_2 (15%), mux4_1 (9.0%)",
        "yosysTopAreaCell": "edfxtp_1",
        "edf_count": 48,
        "yosysWarnings": 3,
        "synth_area_per_cell_um2": 20.7,
        "ys_chip_area_um2": 2340,
        "synth_area_um2": 2340,
        "synth_cell_types": 18,
        "synth_top_cell_by_count": "edfxtp_1",
        "ys.flop_type": "edfxtp_1",
        "synth_cells": 113,
        "synth_top_area_share": 0.617,
    },
    "cts": {
        "cts_buffers": 5,
        "holdBufCountCts": 0,
        "ctsResizeCount": 0,
        "numClockSinks": 48,
        "cts_setup_buffers": 0,
        "cts_max_path_buffers": 2,
        "root_buffer": "clkbuf_8",
        "cts_max_level": 2,
    },
    "place": {
        "port-buffer-count": 10,
        "dp.final_hpwl_mm": 3.01,
        "place_area_um2": 2490,
        "gp_congestion": 0.783,
    },
    "floorplanning": {
        "initCoreUtil": 0.529,
        "io_pins": 27,
        "num_rows": 24,
        "die_w_um": 70.4,
        "dieHeight_um": 70.4,
    },
    "run_status": {
        "stop_error": "[error] [KeplerFormal.cpp:679] Workflow failed: Iso has multiple drivers: .data_in_out_port10, data_in_out_port1[0]$_DFFE_PP_.Q0",
        "run_status": "did not finish",
        "haltStage": "clock tree synthesis",
    },
}
through the flow:
| step | worst slack [ns] | utilization | instances | hold slack [ns] |
|---|---|---|---|---|
| after floorplan | 2.34 | - | 113 | 0.582 |
| after global placement | 1.32 | 0.565 | 172 | 0.632 |
| after detailed placement | 1.32 | 0.565 | 172 | 0.639 |
cell families after synthesis:
logic type             Yosys count  share of synthesized area
flip-flops                      48                      0.617
multiplexers                    48                      0.321
AND/OR/NAND/NOR                  6                     0.0327
AND-OR/OR-AND                    4                     0.0118
buffers and inverters            7                     0.0177
